### flow/config.mk
export PLATFORM = sky130hd
export DESIGN_NAME = vadf
export DESIGN_NICKNAME = vadf
export VERILOG_FILES = /design/flow/design.v
export SDC_FILE = /design/flow/constraint.sdc
export NUM_CORES = 4
export LEC_CHECK = 1
export CORE_UTILIZATION = 40
export SYNTH_HDL_FRONTEND = slang
### flow/constraint.sdc
current_design vadf

set clk_period 4.9
set clk_io_pct 0.2

create_clock -name clk0 -period $clk_period [get_ports {clk}]

set non_clock_inputs [all_inputs -no_clocks]
set_input_delay [expr $clk_period * $clk_io_pct] -clock clk0 $non_clock_inputs
set_output_delay [expr $clk_period * $clk_io_pct] -clock clk0 [all_outputs]
### flow/design.v
module vadf #(parameter a = 1,parameter b = 2,parameter c = 3)(
    input clk,rst,
    input [1:0]mode_sel,
    input [31:0] in_data,
    output reg [15:0] out_data_16,
    output reg [11:0] out_data_12,
    output reg [7:0] out_data_8,
    output reg [4:0] location_bits
);
    reg [5:0] data_bits_16;
    reg [3:0] error_correction_bits;
    reg [2:0] data_bits_12;
    reg [1:0] data_bits_8;
    reg parity_bit;
    integer i;
    reg [31:0] _in_data;
    always@(posedge clk) begin
        if(rst)begin
            out_data_16=16'd0;
            out_data_12=12'd0;
            out_data_8=8'd0;
            location_bits=5'b00000;
            data_bits_16=6'b000000;
            error_correction_bits=4'b0000;
            data_bits_12=4'b0000;
            data_bits_8=2'b00;
            parity_bit=1'b0;
        end
        else if((in_data == 32'd0)||(in_data == 32'd1))
            begin
                out_data_16=16'd0;
                out_data_12=12'd0;
                out_data_8=8'd0;
            end
        else begin
            _in_data = in_data;
            for (location_bits = 31; ((_in_data[31] == 0) && (location_bits >0)); location_bits = location_bits - 1) begin
                _in_data = _in_data<<1;
            end
            case(mode_sel)
                a: begin
                    out_data_12=12'd0;
                    out_data_8=8'd0;
                    if (location_bits < 3'd6)
                        data_bits_16 = (_in_data >> (31 - location_bits)) & ((1 << (location_bits)) - 1);
                   else begin
                        data_bits_16[5:1] = _in_data[30 : 26];
                        data_bits_16[0] =  _in_data[25] | _in_data[24];
                    end
                    parity_bit = ^data_bits_16;  
                    error_correction_bits[3] = location_bits[4] ^ location_bits[2] ^ location_bits[1];
                    error_correction_bits[2] = location_bits[4] ^ location_bits[3] ^ location_bits[1];
                    error_correction_bits[1] = location_bits[4] ^ location_bits[3] ^ location_bits[2];
                    error_correction_bits[0] = location_bits[0];
                    out_data_16 = {parity_bit, location_bits, error_correction_bits, data_bits_16};
                end
                b: begin
                    out_data_16=16'd0;
                    out_data_8=8'd0;
                    if (location_bits < 3'd3) begin
                        data_bits_12 = (_in_data >> (31 - location_bits)) & ((1 << (location_bits)) - 1);
                    end
                    else begin
                        data_bits_12[2:1] = _in_data[30 : 29];
                        data_bits_12[0] =  _in_data[28] | _in_data[27];
                    end
                    error_correction_bits[3] = location_bits[4] ^ location_bits[2] ^ location_bits[1];
                    error_correction_bits[2] = location_bits[4] ^ location_bits[3] ^ location_bits[1];
                    error_correction_bits[1] = location_bits[4] ^ location_bits[3] ^ location_bits[2];
                    error_correction_bits[0] = location_bits[0];
                    out_data_12 = {location_bits, error_correction_bits, data_bits_12};
                end
                c: begin
                    out_data_16=16'd0;
                    out_data_12=12'd0;
                    if (location_bits == 3'd1) begin
                        data_bits_8[1:0] = {1'b0, _in_data[30]};
                    end
                    else begin
                        data_bits_8[1] = _in_data[30];
                        data_bits_8[0] =  _in_data[29] | _in_data[28];
                    end
                    parity_bit = ^location_bits;
                    out_data_8 = {location_bits, parity_bit, data_bits_8};
                end
            endcase
        end
    end
endmodule
### flow/run.sh
#!/bin/bash
# OpenROAD 26Q1-2900-gdf79404cd8, Yosys 0.63+post, stock flow scripts
make -C /OpenROAD-flow-scripts/flow DESIGN_CONFIG=/design/flow/config.mk WORK_HOME=/design/flow/orfs finish
==> impl_metrics.json <==
{
  "place_ws_ps": -616,
  "insertion_delay_ps": 280,
  "edf_count": 0,
  "hold-worst-slack_ps": 455,
  "cpMostUsedCell": "buf_4",
  "status": "finished clean",
  "grt_max_degree": 35,
  "wl_per_cell_um": 25.9,
  "finClkSkew_ps": 0,
  "fp_util_pct": 41.1,
  "crit_family": "AND-OR/OR-AND gates",
  "reg2reg_depth": 3,
  "critPathRequiredTime_ps": 5100,
  "synth_seq_share_pct": 10.1,
  "htreeDepth": 2,
  "cts.clk_slew.worst_paths_ps": 60,
  "cp_slowest_stage_delay_ps": 460,
  "path_class": "in -> reg",
  "drt_iter0_drc": 1509,
  "final_layout_top_logic_cell": "buf_4",
  "worstPathMaxFanout": 18,
  "synth_cells": 1200,
  "routabilityCongestion": 1.11,
  "numSynthFlops": 39,
  "dieHeight_um": 141,
  "cts_sinks": 39,
  "fin_crit_ps": 4850,
  "lay_top_cells": "365 x buf_4, 107 x nand2_1, 106 x a21oi_1",
  "setup_viol": 0,
  "min_path_type": "reg -> reg",
  "p_per_area_nw_per_um2": 149,
  "r2r_setup_slack_ps": 3830,
  "diodes": 0,
  "grt_pass1_vias": 10481,
  "syn_area_per_cell_um2": 6.45,
  "synth-main-ff-cell": "dfxtp_1",
  "core_area_um2": 18800,
  "yosys-stat-area_um2": 7740,
  "cts_tree": "yes",
  "routed_wl_um": 45300,
  "worstHoldPathCells": 2,
  "drt_pre_antenna_iters": 7,
  "port_buffers": 76,
  "io_pins": 77,
  "hold_viol": 0,
  "yosysWarnings": 0,
  "row_count": 50,
  "ys_types": 85,
  "crit_chain": "clkdlybuf4s50_1, buf_4, buf_4, nor2_2, o211ai_1, o21ai_2, nand2_4, buf_6, nor3_1, a21oi_2, buf_4, o22ai_1, nand4_1, and4_1, a41oi_2, xnor2_1, xnor3_1, o31ai_2",
  "ys_cells": 1200,
  "dieWidth_um": 141,
  "drc_errors": 0,
  "endpoint_kind": "register",
  "warning_count": 25,
  "crit_slowest_cell": "clkdlybuf4s50_1",
  "async_flop_share_pct": 0,
  "max_cap_viol_count": 0,
  "drive_gt1_share_pct": 32.2,
  "grt_pass1_wl_um": 66400,
  "viasPerCell": 6.71,
  "path_depth": 18,
  "synth_area_um2": 7740,
  "tightest_slew_ps": 809,
  "antenna_found_initial": 1,
  "ant_nets": 0,
  "period_used_pct": 98.9,
  "max-slew-margin-rel_pct": 45.9,
  "hpwl_um": 35500,
  "areaGrowthSynthToFinish_pct": 49.8,
  "holdBufCountCts": 0,
  "num_vias": 11754,
  "fin_ws_ps": 53.6,
  "max_freq_mhz": 206,
  "peakVddDrop_mv": 0.130,
  "worst-path-buf-inv": 5,
  "clk_path_buf_depth": 2,
  "cp.arrival_ps": 5050,
  "fin_tns_setup_ps": 0,
  "grt_usage_pct": 45.4,
  "leakage_uw": 0.00458,
  "gr-total-overflow": 0,
  "clockRootBuffer": "clkbuf_16",
  "startpoint_type": "input port",
  "cts_buffers": 5,
  "final_max_slew_viol_count": 0,
  "die_area_um2": 19900
}
==> synthesized netlist by cell type, types with 19 or more instances <==
cell type / number / area share (%)
a211oi_1: 56 / 5.4
a21oi_1: 112 / 7.2
a221o_1: 22 / 2.8
a221oi_1: 43 / 4.9
a31oi_1: 20 / 1.6
buf_1: 23 / 1.1
buf_2: 40 / 2.6
clkbuf_1: 103 / 5.0
dfxtp_1: 39 / 10
inv_1: 23 / 1.1
nand2_1: 107 / 5.2
nand3_1: 23 / 1.5
nor2_1: 107 / 5.2
nor2b_1: 27 / 2.2
nor3_1: 32 / 2.1
nor3b_1: 19 / 1.8
o211ai_1: 36 / 3.5
o21ai_0: 63 / 4.1
o221ai_1: 22 / 2.5
==> kinds of logic after synthesis <==
kind of cell             after synthesis  synth area share (%)
AND-OR/OR-AND                        507                  47.3
AND/OR/NAND/NOR                      411                  26.3
buffers and inverters                205                  11.0
flip-flops                            39                  10.1
multiplexers                          24                  3.20
XOR/XNOR                              10                  1.49
adder cells (fa/ha/maj)                4                 0.647
==> metrics by stage <==
stage          cells  area, um2  total power, uW  util (%)
2_1_floorplan   1200       7740              829         -
5_1_grt         1752      11600             1790      61.6
6_report        1752      11600             1730      61.6
3_3_place_gp    1738      11000             1330      58.4
3_5_place_dp    1738      11000             1330      58.4
4_1_cts         1747      11200             1650      59.6
==> sequential cells by signal, summed over array words and instances (netlist names) <==
| signal | count |
|---|---|
| out_data_16 | 15 |
| out_data_12 | 11 |
| out_data_8 | 8 |
| location_bits | 5 |
==> timing repair <==
item                       in CTS  in global routing
gates resized                  20                 77
pin swaps                       0                 18
setup endpoints to repair       1                  2
setup buffers                   1                  5
==> final cells by class <==
cell class	instances	area, um2
inverter	32	130
clock buffer	6	129
fill	1690	7240
tap	260	325
timing repair buffer	457	3760
multi-input combinational	956	6450
sequential	39	781
clock inverter	2	12.5
==> where the power goes <==
part	internal (uW)	leakage, uW	total, uW	switching [uW]
clock network	188	0.0000669	317	129
registers	334	0.000321	342	8.39
logic	464	0.00419	1070	602
total	986	0.00458	1730	740
==> final timing paths <==
kind                                      start                       endpoint
setup / recovery                    in_data[10]   out_data_16[15]$_SDFFE_PP0P_
setup reg to reg  location_bits[4]$_SDFFE_PP0N_  location_bits[4]$_SDFFE_PP0N_
hold / removal       out_data_8[0]$_SDFFE_PP0P_     out_data_8[0]$_SDFFE_PP0P_
hold reg to reg      out_data_8[0]$_SDFFE_PP0P_     out_data_8[0]$_SDFFE_PP0P_
==> layer usage <==
metal / GRT usage, % / up-vias / share of wire (%)
met1: 65.8 / 5405 / 42
met5: 0 / - / 0.029
met3: 15.6 / 185 / 15
met4: 18.4 / 2 / 5.3
li1: - / 5220 / -
met2: 60.6 / 942 / 38
==> worst register-to-register path: stages, from the launching register on <==
cell and delay (ps):
dfxtp_1 340, nor2b_1 240, nand4_1 210, a21oi_1 200
Power and IR drop assume default switching activity.
